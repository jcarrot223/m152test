`./design.v`:
```
`timescale 1ns / 1ps
module svn_seg(
		input wire [5:0] dig,
		output wire[7:0] svn_seg10s,
		output wire[7:0] svn_seg1s
	);
	reg[7:0] svn_seg_temp10s;
	reg[7:0] svn_seg_temp1s;
	reg[3:0] dig10s;
	reg[3:0] dig1s;
	always @(*) begin
		dig10s = dig/10;
		dig1s = dig/10 - (10 * dig10s);
		case(dig10s)
			4'b1: svn_seg_temp10s = 8'b11000000;
			4'b10: svn_seg_temp10s = 8'b11111001;
			4'b11: svn_seg_temp10s = 8'b10110000;
			4'b100: svn_seg_temp10s = 8'b10011001;
			4'b101: svn_seg_temp10s = 8'b10010010;
			4'b110: svn_seg_temp10s = 8'b10000010;
			4'b111: svn_seg_temp10s = 8'b11111000;
			4'b1000: svn_seg_temp10s = 8'b10000000;
			4'b1001: svn_seg_temp10s = 8'b10010000;
			default: svn_seg_temp10s = 8'b11111111;
		endcase
		case(dig1s)
			4'b1: svn_seg_temp1s = 8'b11000000;
			4'b10: svn_seg_temp1s = 8'b11111001;
			4'b11: svn_seg_temp1s = 8'b10110000;
			4'b100: svn_seg_temp1s = 8'b10011001;
			4'b101: svn_seg_temp1s = 8'b10010010;
			4'b110: svn_seg_temp1s = 8'b10000010;
			4'b111: svn_seg_temp1s = 8'b11111000;
			4'b1000: svn_seg_temp1s = 8'b10000000;
			4'b1001: svn_seg_temp1s = 8'b10010000;
			default: svn_seg_temp1s = 8'b11111111;
		endcase
	end
	assign svn_seg10s = svn_seg_temp10s;
	assign svn_seg1s = svn_seg_temp1s;
endmodule
```
`./run.sh`:
```
#!/bin/bash
# OpenROAD 26Q1-2900-gdf79404cd8, Yosys 0.63+post, stock flow scripts
make -C /OpenROAD-flow-scripts/flow DESIGN_CONFIG=/design/flow/config.mk WORK_HOME=/design/flow/orfs finish
```
`./config.mk`:
```
export PLATFORM = sky130hd
export DESIGN_NAME = svn_seg
export DESIGN_NICKNAME = svn_seg
export VERILOG_FILES = /design/flow/design.v
export SDC_FILE = /design/flow/constraint.sdc
export NUM_CORES = 4
export LEC_CHECK = 1
export CORE_AREA = 10 10 70 70
export DIE_AREA = 0 0 80 80
```
`./constraint.sdc`:
```
current_design svn_seg

set clk_period 4.6
set clk_io_pct 0.2

create_clock -name clk0 -period $clk_period

set non_clock_inputs [all_inputs -no_clocks]
set_input_delay [expr $clk_period * $clk_io_pct] -clock clk0 $non_clock_inputs
set_output_delay [expr $clk_period * $clk_io_pct] -clock clk0 [all_outputs]
```
==> results.py <==
# Metrics from the implementation run
metrics = {
    "run_status": {
        "outcome": "finished clean",
    },
    "floorplan": {
        "row_count": 21,
        "ios": 22,
        "fp_util_pct": 18.4,
        "placeableCoreArea_mm2": 0.00342,
        "die_area_mm2": 0.00640,
        "die_h_um": 80,
        "die_w_um": 80,
    },
    "worst_setup_path": {
        "cp_num_buf_inv": 5,
        "critPathMaxFanout": 3,
        "path_cells": "buf_2 > nor2_2 > inv_1 > ha_4 > nor2b_2 > and2_4 > o2bb2ai_4 > inv_2 > ha_4 > inv_2 > fa_2 > o21ai_2 > o22ai_2 > a211o_2 > o2bb2ai_2 > dlygate4sd2_1",
        "worstPathRequired_ns": 3.68,
        "critical_path_class": "in2out",
        "cp-start-kind": "input pin",
        "arrival_ns": 3.56,
        "crit_path_end_kind": "primary output",
        "crit_family": "adder cells",
        "cp_slowest_cell": "fa_2",
        "cp_slowest_stage_delay_ns": 0.48,
    },
    "sta": {
        "hold_viol_final": 0,
        "clock.fmax_ghz": 0.223,
        "finalCritPeriodShare_pct": 97.5,
        "fin_setup_tns_ns": 0,
        "layout_setup_ws_ns": 0.116,
        "maxSlewViolCount": 0,
        "setup_viol_count_final": 0,
        "hold_slack_ns": 2.56,
        "min_period_ns": 4.48,
    },
    "cells_and_area": {
        "flop-count": 0,
        "regArea_um2": 0,
        "area_growth_pct": 80.1,
        "n_clock_buffer": 0,
        "fillers": 351,
        "drive_gt1_share_pct": 46.9,
        "final-comb-area_um2": 657,
    },
    "route": {
        "diodes": 0,
        "viasPerCell": 4.15,
        "routed_wl_mm": 1.84,
        "first_iter_violations": 17,
        "wl_per_cell_um": 10.5,
        "drc": 0,
        "via_count": 730,
        "drt_first_pass_iters": 2,
        "ant_nets": 0,
    },
    "synthesis": {
        "synth_warnings": 1,
        "top_cells_by_area": "ha_1 (18%), nor2_1 (7.8%), o21ai_0 (7.2%)",
        "top_area_cell": "ha_1",
        "synth.cell_area_um2": 628,
        "syn_inst": 85,
        "top_cell_area_share_pct": 17.9,
        "synth.avg_cell_area_um2": 7.39,
        "yosys-top-cells-count": "nor2_1 (13), nand2_1 (11), ha_1 (9), o21ai_0 (9), inv_1 (6)",
        "ys_area_um2": 628,
        "post_synth_num_cell_types": 34,
        "ys_seq_share_pct": 0,
        "synth.most_common_cell": "nor2_1",
        "yosys-stat-cells": 85,
    },
    "pwr": {
        "power.net_switching_mw": 0.0958,
        "powerDensity_mw_per_mm2": 202,
        "comb_power_share_pct": 100.0,
        "p_leak_nw": 0.504,
        "ir_drop_v": 0.0000446,
        "sw_frac_of_total_pct": 41.9,
        "p_clk_share_pct": 0,
        "seqPwrFrac_pct": 0,
        "p_int_mw": 0.133,
    },
    "placement": {
        "hpwl_mm": 1.40,
        "place_ws_ns": -0.696,
        "port_buffers": 19,
        "globalplace.congestion": 0.803,
    },
    "clock_tree": {
        "holdBufCountCts": 0,
    },
    "global_routing": {
        "grt_max_degree": 11,
        "grt_pass1_vias": 737,
        "track_usage_pct": 5.56,
        "antenna_found_initial": 0,
        "grt_overflow": 0,
        "grt_pass1_wl_mm": 3.08,
    },
    "worst_hold_path": {
        "hp-start": "dig[4]",
        "hp-class": "in2out",
        "hold_path_depth": 5,
        "min_to": "svn_seg1s[3]",
    },
    "job": {
        "maxCapViolations": 0,
        "warnings": 40,
    },
}
[power by group through the flow]
stage	Clock [mW]	Sequential (mW)	Combinational [mW]
CTS	0	0	0.219
global route	0	0	0.252
finish	0	0	0.228
[layout by cell type, fill, tap and decap left out, drive strengths merged]
cell type,Yosys,routed
buf,4,33
nor2,13,13
nand2,11,11
o21ai,10,10
ha,9,9
clkdlybuf4s50,0,8
dlygate4sd2,0,7
inv,6,6
a21oi,5,5
and2,3,3
a211oi,3,3
nor3,2,2
conb,1,2
a21o,2,2
o2bb2ai,2,2
nor2b,1,1
and2b,1,1
mux2,1,1
o21bai,1,1
a22oi,1,1
xnor2,1,1
xor2,1,1
a31oi,1,1
o22ai,1,1
a211o,1,1
clkinv,1,1
o311ai,1,1
mux2i,1,1
fa,1,1
[layout make-up]
type,instances,area share (%)
multi-input cells,75,58.1
repair buffers,48,34.5
well taps,46,5.09
inverters,7,2.32
[logic make-up after synthesis]
family,count (synthesis),share of synthesized area [%]
and+or+nand+nor,31,21.5
AOI/OAI and AO/OA,28,34.5
buffers and inverters,11,9.56
adders and majority gates,10,21.1
xor gates and xnor gates,2,8.77
muxes,2,3.98
other,1,0.597
[what timing repair did]
| item | 4_1_cts | 5_1_grt |
|---|---|---|
| gates resized | 45 | 3 |
| buffers inserted | 10 | 2 |
| pin swaps | 14 | 6 |
| setup endpoints to repair | 8 | 6 |
[per-layer routing]
layer  up-vias  global-route usage (%)  share of wire, %
li1        380                       -                 -
met1       343                    6.32                43
met2         7                    11.3                54
met3         0                   0.455               3.8
met4         0                       0                 0
met5         -                       0                 0
[worst max-delay path by stage]
stage          start           end  slack, ns  depth (start not counted)
finish        dig[4]  svn_seg1s[3]       0.12                         16
global route  dig[4]  svn_seg1s[3]      -0.01                         16
CTS           dig[3]  svn_seg1s[2]       0.06                         16
[metrics by stage]
step	power [mW]	cells	instance area, um2	utilization [%]
floorplan	0.0909	86	637	-
global placement	0.190	165	986	28.9
detailed placement	0.191	165	986	28.9
CTS	0.219	174	1090	32.0
global route	0.252	176	1130	33.1
finish	0.228	176	1130	33.1
Power figures rest on the tool's default switching activity, not on a simulated workload.
