$ cat flow/run.sh
#!/bin/bash
# OpenROAD 26Q1-2900-gdf79404cd8, Yosys 0.63+post, stock flow scripts
make -C /OpenROAD-flow-scripts/flow DESIGN_CONFIG=/design/flow/config.mk WORK_HOME=/design/flow/orfs finish
$ cat flow/config.mk
export PLATFORM = sky130hd
export DESIGN_NAME = debouncer
export DESIGN_NICKNAME = debouncer
export VERILOG_FILES = /design/flow/design.v
export SDC_FILE = /design/flow/constraint.sdc
export NUM_CORES = 4
export LEC_CHECK = 1
export CORE_AREA = 10 10 71 71
export DIE_AREA = 0 0 81 81
$ cat flow/constraint.sdc
current_design debouncer

set clk_period 5.7
set clk_io_pct 0.2

create_clock -name clk0 -period $clk_period [get_ports {clk}]

set non_clock_inputs [all_inputs -no_clocks]
set_input_delay [expr $clk_period * $clk_io_pct] -clock clk0 $non_clock_inputs
set_output_delay [expr $clk_period * $clk_io_pct] -clock clk0 [all_outputs]
$ cat flow/design.v
`timescale 1ns / 1ps
module debouncer(
		input btn,
		input clk,
		output btn_state
	);
	reg btn_state_temp = 0;
	reg[15:0] counter;
	reg clk1;
	reg clk2;
	always @ (posedge clk) begin
		if (btn == 1) begin
			counter <= counter + 1'b1;
			if (counter == 16'hffff) begin
				counter <= 0;
				btn_state_temp <= 1;
			end
		end
		else begin
			counter <= 0;
			btn_state_temp <= 0;
		end
	end
	assign btn_state = btn_state_temp;
endmodule
==> run summary <==
Outcome: complete, no violations
DRC: 0
DRT Pass-1 Iters: 4
CP required: 4.56 ns
Post-Synth Simple-Gate Area: 0.302
Synth warn: 1
Post-DR wirelength/cell: 8.80 microns
Yosys cell count: 80
OpenROAD warnings: 25
Leak: 0.320 nW
Final Util: 0.242
Latency at later pin: 0.25 ns
Slowest CP cell: clkdlybuf4s50_1
Total number of vias: 528
Layout area overhead: 15.1%
I/O pin count: 3
Starting Density: 0.210
Delay-heaviest family, CP: buffers and inverters
Floorplan core area: 0.00363 sq mm
Final Hold Fails: 0
Root buffer selected by CTS: clkbuf_8
Final wirelength: 1170 microns
Top logic family: simple AND/OR/NAND/NOR gates
Cells along the critical path: clkdlybuf4s50_1
Antenna violation net count after detailed routing: 0
Routability cong.: 0.775
Crit end category: output pin
Max Slew Vio Count: 0
Largest net degree at the start of global routing: 14
CTS hold repair buffers: 0
DP Worst Slack: 3.56 ns
Syn avg cell area: 9.54 sq um
Worst R2R Start: counter[0]
Worst Setup Start Kind: flip-flop
CP arrival: 1.03 ns
Total CTS buffers: 3
WP buf/inv: 1
CTS resizes: 0
Yosys aoi share: 0.0459
DIE WIDTH: 81 microns
Gr usage total: 0.0386
VDD IR max: 0.108 mV
Seq cells post-synth: 17
Vias per cell: 3.97
RSZ-0062 raised after global routing: no
Setup violations, final: 0
Port bufs: 2
Slew headroom: 0.541
Adder share: 0.0164
Period minus WS final: 2.17 ns
CTS tree: built
Post-Synth XOR/XNOR Area: 0.161
Die height: 81 microns
Clock-pin slew on the worst setup and hold paths: 0.07 ns
Crit path max fanout: 2
Mux share: 0
Mapped Cells: 80
Initial drt markers: 12
Clock Sinks: 17
Max clock buf depth: 2
Peak Freq: 461 MHz
Min-delay worst type: reg2reg
Pwr Density: 246 mW/mm^2
Remaining Overflow, GRT: 0
YS chip area: 763 sq um
CP startpoint: btn_state_temp
N_diodes: 0
Clk_skew: 0.00579 ns
Max incr delay on CP: 0.46 ns
Final Cycle Share: 0.381
H-tree depth reported by CTS: 1
Seq share, synth: 0.446
Post-route setup slack: 3.53 ns
Hold Path Origin: counter[0]
Number of max-cap violations: 0
Via count of the first global-routing pass: 494
Initial antenna violation count: 0
Share of layout cells above drive strength 1: 0.0941
Sum Neg Setup Slack: 0 ns
Die Area: 0.00656 sq mm
Setup bufs post-CTS: 0
Setup Crit Path Kind: reg2out
Post-DP HPWL: 822 microns
Distinct cells, synth: 17
Cell Area, Synth: 763 sq um
Row count: 22
First-pass GRT wire length: 2120 microns
Least-Margin Pin Slew: 0.686 ns
[cells by family (layout without fill, tap and decap cells)]
kind of cell             Yosys count  after routing
flip-flops                        17             17
XOR/XNOR                          14             14
adder cells (fa/ha/maj)            1              1
buffers and inverters              4              9
AND/OR/NAND/NOR                   42             42
AND-OR/OR-AND                      2              2
[flip-flops by register name, summed over array words and instances (netlist names)]
name and flops:
counter 16, btn_state_temp 1
[final timing paths]
kind / end / slack [ns] / cells past startpoint
hold reg to reg: counter[0] / 0.45 / 1
setup reg to reg: counter[13] / 3.87 / 5
setup / recovery: btn_state / 3.53 / 1
hold / removal: counter[0] / 0.45 / 1
[per-stage QoR]
step / total power, mW / cell area (sq um) / instances / hold WS, ns
floorplan: 0.129 / 763 / 80 / 0.418
global placement: 0.131 / 832 / 129 / 0.427
detailed placement: 0.131 / 832 / 129 / 0.438
CTS: 0.220 / 878 / 133 / 0.454
global route: 0.226 / 878 / 133 / 0.484
finish: 0.217 / 878 / 133 / 0.451
[placed cells by master (no fill, tap or decap), drive strengths merged, types with 2 or more instances in the layout]
cell type / netlist / routed
and2: 3 / 3
clkbuf: 0 / 3
clkdlybuf4s50: 0 / 2
dfxtp: 17 / 17
inv: 3 / 3
nand2: 6 / 6
nand3: 4 / 4
nand4: 3 / 3
nor2: 16 / 16
nor3: 4 / 4
nor4: 5 / 5
xnor2: 9 / 9
xor2: 5 / 5
[synth_stat cells]
library cell / count / area (sq um)
nor4_1: 5 / 31.3
nand3_1: 4 / 20.0
ha_1: 1 / 12.5
inv_1: 3 / 11.3
xnor2_1: 9 / 78.8
dfxtp_1: 17 / 340
nor3_1: 4 / 20.0
o41ai_4: 1 / 27.5
o21a_1: 1 / 7.51
or2_4: 1 / 8.76
and2_1: 3 / 18.8
buf_6: 1 / 11.3
nand2_1: 6 / 22.5
nor2_1: 16 / 60.1
xor2_1: 5 / 43.8
nand4_4: 2 / 42.5
nand4_1: 1 / 6.26
[cell type report]
| type | instances | area, sq um |
|---|---|---|
| tap | 48 | 60.1 |
| inverter | 3 | 11.3 |
| fill | 387 | 2760 |
| clock buffer | 3 | 41.3 |
| multi-input combinational | 59 | 400 |
| clock inverter | 1 | 5.00 |
| timing repair buffer | 2 | 20.0 |
| sequential | 17 | 340 |
[report_power, final]
part           leakage, nW  internal, mW  switching [mW]
registers            0.138         0.121         0.00137
clock network       0.0255        0.0484          0.0397
logic                0.157       0.00293         0.00349
total                0.320         0.172          0.0446
[layer usage]
| metal | vias to the layer above | part of all wire | track usage |
|---|---|---|---|
| met5 | - | 0 | 0 |
| met4 | 0 | 0.014 | 0.0121 |
| met3 | 2 | 0.021 | 0.00891 |
| met2 | 1 | 0.43 | 0.0557 |
| met1 | 245 | 0.53 | 0.0560 |
| li1 | 280 | - | - |
Power figures rest on the tool's default switching activity, not on a simulated workload.
