==> flow/design.v <==
`timescale 1ns / 1ps
module clocks(
		input wire sys_clk,
		input wire rst,
		output wire onehz_clk,
		output wire twohz_clk,
		output wire faster_clk,
		output wire blinker_clk
	);
	reg onehz_clk_temp;
	reg twohz_clk_temp;
	reg faster_clk_temp;
	reg blinker_clk_temp;
	reg [31:0] onehz_clk_cnt;
	reg [31:0] twohz_clk_cnt;
	reg [31:0] faster_clk_cnt;
	reg [31:0] blinker_clk_cnt;
	always @ (posedge sys_clk or posedge rst) begin
		if (rst == 1'b1) begin
			onehz_clk_cnt <= 32'b0;
			onehz_clk_temp <= 1'b0;
		end
		else if (onehz_clk_cnt == 50000000 - 1) begin
			onehz_clk_cnt <= 32'b0;
			onehz_clk_temp <= ~onehz_clk;
		end
		else begin
			onehz_clk_cnt <= onehz_clk_cnt + 1;
			onehz_clk_temp <= onehz_clk;
		end
	end
	always @ (posedge sys_clk or posedge rst) begin
		if (rst == 1'b1) begin
			twohz_clk_cnt <= 32'b0;
			twohz_clk_temp <= 1'b0;
		end
		else if (twohz_clk_cnt == 25000000 - 1) begin
			twohz_clk_cnt <= 32'b0;
			twohz_clk_temp <= ~twohz_clk;
		end
		else begin
			twohz_clk_cnt <= twohz_clk_cnt + 1;
			twohz_clk_temp <= twohz_clk;
		end
	end
	always @ (posedge sys_clk or posedge rst) begin
		if (rst == 1'b1) begin
			faster_clk_cnt <= 32'b0;
			faster_clk_temp <= 1'b0;
		end
		else if (faster_clk_cnt == 125000 - 1) begin
			faster_clk_cnt <= 32'b0;
			faster_clk_temp <= ~faster_clk;
		end
		else begin
			faster_clk_cnt <= faster_clk_cnt + 1;
			faster_clk_temp <= faster_clk;
		end
	end
	always @ (posedge sys_clk or posedge rst) begin
		if (rst == 1'b1) begin
			blinker_clk_cnt <= 32'b0;
			blinker_clk_temp <= 1'b0;
		end
		else if (faster_clk_cnt == 12500000 - 1) begin
			blinker_clk_cnt <= 32'b0;
			blinker_clk_temp <= ~blinker_clk;
		end
		else begin
			blinker_clk_cnt <= blinker_clk_cnt + 1;
			blinker_clk_temp <= blinker_clk;
		end
	end
	assign onehz_clk = onehz_clk_temp;
	assign twohz_clk = twohz_clk_temp;
	assign faster_clk = faster_clk_temp;
	assign blinker_clk = blinker_clk_temp;
endmodule
==> flow/run.sh <==
#!/bin/bash
# OpenROAD 26Q1-2900-gdf79404cd8, Yosys 0.63+post, stock flow scripts
make -C /OpenROAD-flow-scripts/flow DESIGN_CONFIG=/design/flow/config.mk WORK_HOME=/design/flow/orfs finish
==> flow/config.mk <==
export PLATFORM = sky130hd
export DESIGN_NAME = clocks
export DESIGN_NICKNAME = clocks
export VERILOG_FILES = /design/flow/design.v
export SDC_FILE = /design/flow/constraint.sdc
export NUM_CORES = 4
export LEC_CHECK = 1
export CORE_UTILIZATION = 30
==> flow/constraint.sdc <==
current_design clocks

set clk_period 5.3
set clk_io_pct 0.2

create_clock -name clk0 -period $clk_period [get_ports {sys_clk}]

set non_clock_inputs [all_inputs -no_clocks]
set_input_delay [expr $clk_period * $clk_io_pct] -clock clk0 $non_clock_inputs
set_output_delay [expr $clk_period * $clk_io_pct] -clock clk0 [all_outputs]
==> impl_metrics.yaml <==
# implementation run metrics
floorplan:
  design.core.area_mm2: 0.0153
  fp_util: 0.310
  dieArea_mm2: 0.0164
  chipHeight_um: 128
  rows: 45
  io_pins: 6
  die_w_um: 128
detailed_routing:
  wire_per_inst_um: 12.4
  drc: 0
  firstDrtPassIters: 4
  vias: 3279
  ant_nets: 0
  diodes: 0
  viasPerCell: 4.79
  top_layer_used: "met4"
  wl_met1_mm: 4.25
  met3_length_um: 365
  drtIter0Drc: 148
  met2_length_mm: 3.77
  wirelength_mm: 8.52
setup_path:
  cp_max_fo: 2
  path_cells: "clkdlybuf4s50_1"
  cp-startpoint: "faster_clk_temp$_DFFE_PP0N_"
  setup.worst_path.class: "reg2out"
  arrival_ns: 1.21
  r2r_end: "onehz_clk_temp$_DFFE_PP0N_"
  cpPeakStageDelay_ns: 0.49
  critPathLaunchType: "flop"
  r2r_cells: 5
  timing.rr.start: "onehz_clk_cnt[10]$_DFF_PP0_"
  slowest_stage: "clkdlybuf4s50_1"
  critPathTopFamily: "buffers and inverters"
  r2r_setup_slack_ns: 3.11
  cp.required_ns: 4.24
  endpoint_kind: "output pin"
  crit_buf_inv: 1
clock_network:
  cts_setup_buffers: 0
  clk_path_buf_depth: 2
  clk_latency_ns: 0.35
  post_cts_resized: 0
  path_clk_slew_ns: 0.07
  htreeDepth: 3
  postCtsHoldBufs: 0
  ctsRootBufferMaster: "clkbuf_16"
  cts_buffers: 9
  clock-sinks: 100
  cts_tree: "done"
worst_hold_path:
  hold_depth: 1
  min_path_type: "reg2reg"
  worstHoldStart: "twohz_clk_cnt[0]$_DFF_PP0_"
  whs_endpoint: "twohz_clk_cnt[0]$_DFF_PP0_"
placed_design:
  place_ws_ns: 2.65
  io_buffers: 5
  place_congestion: 0.875
  dp_hpwl_mm: 5.66
logic_synthesis:
  postSynthAreaPerCell_um2: 10.4
  ys_ff: 100
  syn-cell-area_mm2: 0.00475
  yosysSeqAreaShare: 0.526
  yosysWarnings: 1
  synth_cells: 459
  yosys_cells: 459
  synth.distinct_cells: 39
  yosys-stat-area_mm2: 0.00475
run_status:
  status: "completed"
grt:
  grt-ovfl-total: 0
  grt.total_usage: 0.119
  grt_pass1_wl_mm: 15.7
  grt_pass1_vias: 3313
  grt_max_degree: 63
  antenna_found_initial: 0
final_timing:
  relSlewSlack: 0.501
  fin_setup_tns_ns: 0
  finalHoldViolations: 0
  drv_slew: 0
  min_period_ns: 2.27
  setup_viol: 0
  rsz0062_at_grt: "false"
  period_used_share: 0.428
  tightest_slew_ns: 0.748
  final.setup.worst_slack_ns: 3.03
  fmax_mhz: 441
  fin_worst_skew_ns: 0.00637
power_and_ir_drop:
  power_density_mw_per_mm2: 286
  p_leak_uw: 0.00243
  ir_drop_v: 0.000206
finish:
  lay_top_count: "dfrtp_1"
  mostFrequentLayoutCells: "dfrtp_1, nor2_1, xnor2_1, xor2_1, nand3_1"
  layout-drive-gt1-share: 0.0591
  syn_to_final_growth_pct: 13.7
flow_run:
  cap_violations: 0
  warnings: 25
## sequential cells by signal, indices dropped and copies added, names as in the netlist
| register | count |
|---|---|
| blinker_clk_temp | 1 |
| onehz_clk_cnt | 32 |
| onehz_clk_temp | 1 |
| twohz_clk_temp | 1 |
| faster_clk_cnt | 32 |
| twohz_clk_cnt | 32 |
| faster_clk_temp | 1 |
## Yosys cell counts (all sizes together)
library cell	count	area share
ha	3	0.0079
nor3	23	0.029
nand2	32	0.025
nor2	59	0.047
or2	1	0.0013
or4	1	0.0024
clkbuf	5	0.0039
xnor2	48	0.088
a211o	1	0.0018
nor4bb	3	0.0063
and4	7	0.013
xor2	41	0.076
o22ai	1	0.0013
nor2b	3	0.0039
dfrtp	100	0.53
nor4b	3	0.0055
a2bb2oi	1	0.0018
buf	4	0.0061
nand3	40	0.042
a22o	1	0.0018
and3	16	0.021
o211a	1	0.0021
or3	4	0.0053
a21oi	1	0.0011
nand4	29	0.041
and2b	1	0.0016
o311ai	1	0.0018
inv	11	0.0087
nor3b	1	0.0026
o21ai	1	0.0011
nand3b	1	0.0016
nor4	15	0.021
## layout make-up
cell class	instances	area, um2
sequential	100	2500
fill	1507	9910
clock buffer	11	253
inverter	11	43.8
tap	211	264
clock inverter	5	108
multi-input combinational	339	2160
timing repair buffer	8	72.6
## power breakdown
group	total [uW]	internal, uW	switching (uW)
clock	769	489	281
sequential	763	763	0
combinational	15.5	1.27	14.3
total	1550	1250	295
## routing by layer
layer / vias to the layer above / GRT usage
met5: - / 0
met1: 1585 / 0.183
met2: 53 / 0.180
met4: 0 / 0.0166
met3: 9 / 0.0276
li1: 1632 / -
## metrics by stage
stage	cell area, um2	power [uW]	utilization	std cells	hold slack, ns
2_1_floorplan	4750	789	-	459	0.420
3_3_place_gp	5040	794	0.329	669	0.438
3_5_place_dp	5040	795	0.329	669	0.444
4_1_cts	5410	1570	0.353	685	0.453
5_1_grt	5410	1610	0.353	685	0.494
6_report	5410	1550	0.353	685	0.450
## cells by family after synthesis
kind of cell	after synthesis	share of synthesized area
buffers and inverters	20	0.0187
and+or+nand+nor	239	0.270
adders and majority gates	3	0.00790
DFF	100	0.526
xor gates and xnor gates	89	0.164
AOI/OAI and AO/OA	8	0.0129
## worst max-delay path by stage
stage | endpoint | slack [ns] | depth (start not counted)
after CTS | faster_clk | 2.98 | 1
after global routing | twohz_clk_cnt[9]$_DFF_PP0_ | 2.87 | 3
final | faster_clk | 3.03 | 1
Power figures rest on the tool's default switching activity, not on a simulated workload.
